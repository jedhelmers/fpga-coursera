==> ./design.v <==
module ALU (
  input [2:0] Op_code,
  input [31:0] A, B,
  output reg [31:0] Y
);
  always@(A or B or Op_code)
  begin
    case (Op_code)
      3'b000 : Y <= A;
      3'b001 : Y <= A + B;
      3'b010 : Y <= A - B;
      3'b011 : Y <= A & B;
      3'b100 : Y <= A | B;
      3'b101 : Y <= A + 1'b1;
      3'b110 : Y <= A - 1'b1;
      3'b111 : Y <= B;
      default : Y <= {32{1'bz}};
    endcase
  end
endmodule
==> ./run.sh <==
#!/bin/bash
# OpenROAD 26Q1-2900-gdf79404cd8, Yosys 0.63+post, stock flow scripts
make -C /OpenROAD-flow-scripts/flow DESIGN_CONFIG=/design/flow/config.mk WORK_HOME=/design/flow/orfs finish
==> ./config.mk <==
export PLATFORM = sky130hd
export DESIGN_NAME = ALU
export DESIGN_NICKNAME = ALU
export VERILOG_FILES = /design/flow/design.v
export SDC_FILE = /design/flow/constraint.sdc
export NUM_CORES = 4
export LEC_CHECK = 1
export CORE_UTILIZATION = 30
==> ./constraint.sdc <==
current_design ALU

set clk_period 21.0
set clk_io_pct 0.2

create_clock -name clk0 -period $clk_period

set non_clock_inputs [all_inputs -no_clocks]
set_input_delay [expr $clk_period * $clk_io_pct] -clock clk0 $non_clock_inputs
set_output_delay [expr $clk_period * $clk_io_pct] -clock clk0 [all_outputs]
==> Changelog: implementation <==
### Implementation results

- Status: completed
- Distinct cell type count after synthesis: 69
- Synthesized netlist cell count: 534
- Final hold vios: 0
- Most numerous logic cell after layout: clkdlybuf4s50_1
- Top delay family on crit path: AND-OR/OR-AND gates
- Flip-flops: 0
- Crit start category: input port
- Yosys stat cell total: around 530
- Slew Limit Fails: 0
- First-pass GRT wire length: about 21,000 µm
- Final TNS setup: 0 ns
- Register share after synthesis: 0
- N_diodes: 0
- DIE WIDTH: roughly 110 µm
- Area Overhead vs Synth: 31.0%
- Die span in y: between 100 and 150 µm
- Static Leak: about 1.7 nW
- Core area: ~11,000 µm²
- Critical Path, Cell by Cell: clkdlybuf4s50_1 -> buf_4 -> inv_1 -> nand2_1 -> buf_4 -> nor2_2 -> buf_4 -> a221oi_1 -> ha_1 -> a211oi_1 -> nor2_1 -> o41a_1 -> a221oi_1 -> a21boi_0 -> o21a_1 -> o21ai_0 -> mux2_2 -> a221oi_1 -> clkdlybuf4s50_1
- Setup-failing EPs final: 0
- RSZ-0062 raised after global routing: no
- Fill cells: 1,160
- Endpoint type of the worst setup path: primary output
- Final wirelength: between 10,000 and 15,000 µm
- Grt total ovfl: 0
- Vias per inst: 5.88
- Via count: between 4,000 and 5,000
- Highest clock rate: around 71 MHz
- Finished Layout Cells: 750
- Buffer and inverter count on the worst path: 6
- Power density over the cells: 33.4 nW/µm²
- Slowest CP cell: clkdlybuf4s50_1
- Register area: 0 µm²
- Port bufs: 99
- DRC Markers: 0
- Actual slew at the worst max-slew pin: around 0.9 ns
- Drt first pass iters: 6
- Logic cell area: ~3300 µm²
- Post-CTS sizing: 0
- Post-synthesis chip area from yosys: about 3500 µm²
- Ports: roughly 100
- Placed Cells: about 750
- Vias in the first global route: 4,017
- Total power: about 0.15 mW
- Mean Syn Cell Area: ~6.6 µm²
- Worst Setup Path Type: in2out
- Antenna violations before repair: 0
- OpenROAD warnings: 32
- Mapped cell area: 3530 µm²
- GRT Util Overall: 0.215
- DR iter-0 viols: between 300 and 400
- Hold Crit Class: in2out
- Core Rows: 39
- Fin crit period: approximately 14 ns
- Starting Density: 0.308
- Syn. warnings: 2
- Max-Cap Viols: 0
- DP Wirelength: between 10,000 and 15,000 µm
- Most frequent cells in the layout: clkdlybuf4s50_1 (99), nand2_1 (73), a21oi_1 (53), o21ai_0 (42), xnor2_1 (33)
- Slew margin rel.: 0.377
- Worst Path Arrival: about 10 ns
- Die area: ~12,000 µm²
- CP Max Fanout: a little over 40
- CP peak stage delay: 0.52 ns
- Tcrit/Tclk final: 0.674
- Fraction of layout cells with a size suffix above 1: 0.0593
- Routability cong.: approximately 1
- Worst Path Required: about 17 ns
- VDD IR max: approximately 0.017 mV
- # Post-CTS Setup Buffers: 0
- Hold-fix buffers, CTS: 0
- Clock buf count: 0
- Largest net degree at the start of global routing: between 40 and 50
- Mean routed wirelength per cell: 17.6 µm
- Final ANT Viol Nets: 0
## logic make-up (layout without fill, tap and decap cells)
kind of cell | after synthesis | in the layout | synth area share
AND-OR/OR-AND | 211 | 211 | 0.410
AND/OR/NAND/NOR | 174 | 174 | 0.253
buffers and inverters | 54 | 127 | 0.0598
XOR/XNOR | 53 | 53 | 0.131
adder cells (fa/ha/maj) | 33 | 33 | 0.119
multiplexers | 9 | 9 | 0.0269
## cell usage after synthesis, drive strengths merged (4+ instances only)
cell type  number  area [µm²]
nor3           12        71.3
ha             32         400
mux2            4        45.0
a22oi           7        52.6
a21o           13        97.6
a311oi          4        35.0
or3            11        78.8
a221o           7        70.1
nor4            4        46.3
o21ai          42         210
xor2           20         175
nand3           4        20.0
o21a           10        75.1
buf             5        27.5
clkbuf         29         109
inv            19        71.3
nand2b          6        37.5
a21boi          4        30.0
a21oi          53         265
xnor2          33         289
a221oi         33         302
o21bai          4        30.0
nand4           5        31.3
nand2          74         280
a211oi          5        37.5
o22ai           4        25.0
mux2i           5        50.1
nor2           34         138
## worst min-delay path, delay by kind of cell
family	cells	cell delay, ns
buf+inv	3	0.89
compound gates	1	0.06
## final timing paths
| check | cells after the start | from | endpoint | slack (ns) |
|---|---|---|---|---|
| max | 19 | Op_code[0] | Y[23] | 6.85 |
| min | 4 | A[4] | Y[4] | 9.35 |
## metrics by stage
step	area, µm²	hold WS (ns)	utilization	setup WS, ns
final	4630	9.35	0.404	6.85
after global routing	4630	9.38	0.404	6.34
after CTS	4630	9.35	0.404	6.88
after detailed placement	4630	9.35	0.404	6.92
after global placement	4630	9.34	0.404	6.99
after floorplan	3530	8.46	-	8.61
## area by class of cell
type	instances	area share
timing repair buffer	107	0.227
multi-input combinational	480	0.718
tap	143	0.0386
inverter	20	0.0162
## report_power, final
group / switching [mW] / internal (mW) / total [mW] / leakage, nW
sequential: 0 / 0 / 0 / 0
combinational: 0.0763 / 0.0782 / 0.154 / 1.75
clock: 0 / 0 / 0 / 0
total: 0.0763 / 0.0782 / 0.154 / 1.75
## layer usage
layer | share of wire | global-route usage
met5 | 0 | 0
met2 | 0.44 | 0.333
met1 | 0.48 | 0.329
met4 | 0.014 | 0.0320
met3 | 0.068 | 0.0201
Power and IR drop assume default switching activity.
