### flow/constraint.sdc
current_design FIFO8x9

set clk_period 57.0
set clk_io_pct 0.2

create_clock -name clk0 -period $clk_period [get_ports {clk}]

set non_clock_inputs [all_inputs -no_clocks]
set_input_delay [expr $clk_period * $clk_io_pct] -clock clk0 $non_clock_inputs
set_output_delay [expr $clk_period * $clk_io_pct] -clock clk0 [all_outputs]
### flow/design.v
module FIFO8x9(
  input clk, rst,
  input RdPtrClr, WrPtrClr,
  input RdInc, WrInc,
  input [8:0] DataIn,
  output [8:0] DataOut,
  input rden, wren
	);
	reg [8:0] fifo_array[255:0];
	reg [7:0] wrptr, rdptr;
	wire [7:0] wr_cnt, rd_cnt;
  reg[8:0]mem1;
  always@(posedge clk)
  begin
    if(rst) mem1 <=9'b000000000;
    if(RdPtrClr) rdptr <= 0;
    if(WrPtrClr) wrptr <= 0;
    if(wren)
    begin
      fifo_array[wrptr] <= DataIn;
      wrptr = wrptr + WrInc;
    end
    if(rden)
    begin
      mem1 <=fifo_array[rdptr];
      rdptr <=rdptr + RdInc;
    end
    else
      mem1 <=9'bzzzzzzzzz;
  end
  assign DataOut = mem1;
  assign wr_cnt = wrptr;
  assign rd_cnt = rdptr;
endmodule
### flow/config.mk
export PLATFORM = sky130hd
export DESIGN_NAME = FIFO8x9
export DESIGN_NICKNAME = FIFO8x9
export VERILOG_FILES = /design/flow/design.v
export SDC_FILE = /design/flow/constraint.sdc
export NUM_CORES = 4
export LEC_CHECK = 1
export CORE_UTILIZATION = 50
### flow/run.sh
#!/bin/bash
# OpenROAD 26Q1-2900-gdf79404cd8, Yosys 0.63+post, stock flow scripts
make -C /OpenROAD-flow-scripts/flow DESIGN_CONFIG=/design/flow/config.mk WORK_HOME=/design/flow/orfs finish
==> reports/results.tsv <==
stage	metric	value	unit
die	fp_util	50.5	%
placement	dpl_cell_area	94500	sq um
layout	utilization	56.7	%
timing	hold_viol	0	
timing	worst_pin_slew	1.06	ns
setup_path	required	57.48	ns
synthesis	edf_count	2320	
synthesis	numSynthFlops	2337	
synthesis	synthCells	4200	
routing	viasPerCell	6.07	
grt	grt_util_met2	38.8	%
timing	slew_headroom	29.1	%
setup_path	r2r.worst_path.cells	11	
die	die_w	428	microns
power	power	3.70	mW
grt	use_met3	19.1	%
power	irDropWorstVdd	0.0000285	V
die	dieArea	183000	sq um
hold_path	hold_depth	1	
routing	drc	0	
clock_tree	cts_tree	built	
die	die_h	428	microns
die	rows	155	
synthesis	synthFlopType	edfxtp_1	
clock_tree	cts_buffer_depth	3	
layout	area_delta_synth_final	12.3	%
setup_path	crit_path_end_kind	flip-flop	
synthesis	synth_seq_share	77.3	%
grt	grt_pass1_vias	46700	
timing	fmax	0.0723	GHz
synthesis	ys_top_cells_by_area	edfxtp_1 (77%), mux4_2 (13%), mux2i_1 (1.6%), nor2_1 (1.2%), a22oi_1 (0.66%)	
setup_path	reg2reg_to	mem1[1]	
grt	grt.total_usage	27.6	%
synthesis	synthesis.area	90500	sq um
layout	final_cell_area	102000	sq um
routing	ant_nets	0	
synthesis	synth_area_per_cell	21.6	sq um
setup_path	worst_setup_path_start_kind	input pin	
synthesis	netlist.area_leader.share	76.9	%
placement	dp_cells	6625	
clock_tree	post-cts-setup-buffers	0	
clock_tree	postCtsHoldBufs	0	
die	coreArea	179000	sq um
routing	drt_pre_antenna_iters	7	
grt	use_met1	40.3	%
routing	first_iter_violations	2819	
status	outcome	finished, final reports clean	
job	drv_cap	0	
layout	drive_gt1_share	25.3	%
synthesis	top_cells_by_count	edfxtp_1 (2,320), mux4_2 (528), nor2_1 (288)	
setup_path	critPathKind	in -> reg	
routing	route.detailed.wl_per_inst	30.7	microns
layout	fillCellCount	13000	
job	log.warning_count	31	
routing	wl	217000	microns
die	pin_count	26	
timing	setup-tns-final	0	ns
synthesis	ys_async_sr_fraction	0	%
power	p_leak	31.4	nW
timing	finClkSkew	0.0474	ns
synthesis	ys_chip_area	90500	sq um
layout	logic_area	18800	sq um
timing	slew_violations	0	
setup_path	cp.arrival	14.31	ns
timing	timing.hold.ws	0.497	ns
synthesis	yosys_warnings	2	
synthesis	most_common_cell	edfxtp_1	
setup_path	r2r_setup_slack	51.05	ns
grt	grt_most_used_layer	met1	
placement	io_buffers	23	
synthesis	yosys.area.top_type	edfxtp_1	
synthesis	ys_types	64	
timing	fin_crit_sh	24.3	%
placement	pre_cts_slack	42.38	ns
clock_tree	cts-resized-gates	0	
clock_tree	cts.sinks	2337	
grt	grt_pass1_wl	318000	microns
setup_path	crit_fanout	27	
clock_tree	h-tree-depth	4	
timing	rsz0062_at_grt	no	
placement	hpwlAfterDp	136000	microns
layout	instances_no_fill	7053	
grt	grt_max_degree	124	
grt	gr-total-overflow	0	
clock_tree	clockRootBuffer	clkbuf_16	
hold_path	hold_path.class	reg -> reg	
clock_tree	cts_made_buffers	231	
timing	fin_crit	13.83	ns
placement	gp_congestion	0.900	
clock_tree	insertion_delay	0.87	ns
hold_path	hold_path.startpoint	rdptr[0]	
power	p_per_area	36.4	nW/um^2
timing	setup_viol	0	
clock_tree	path_clk_slew	0.06	ns
grt	antenna_found_initial	1	
routing	dr_total_vias	42800	
synthesis	yosys_cells	4200	
timing	worst_slack	43.17	ns
setup_path	cp-startpoint	wren	
layout	regArea	70000	sq um
cell families (layout without fill, tap and decap cells):
family,count (synthesis),count (layout),synth area share (%)
mux,691,691,15.0
xor+xnor,12,12,0.116
compound gates,411,411,3.29
simple gates,477,477,2.32
other cells,0,3,0
flops,2337,2337,77.3
fa+ha+maj,4,4,0.0553
buf+inv,268,763,1.91
routing by layer:
| layer | part of all wire, % | vias up |
|---|---|---|
| met2 | 47 | 2088 |
| met3 | 16 | 304 |
| met5 | 0.18 | - |
| li1 | - | 18300 |
| met1 | 34 | 22100 |
| met4 | 2.3 | 8 |
area by class of cell:
cell class / count / area share [%]
inverter: 9 / 0.0332
antenna: 3 / 0.00738
sequential: 2337 / 68.9
timing repair buffer: 329 / 2.58
multi-input combinational: 1595 / 18.5
clock inverter: 120 / 0.951
clock buffer: 305 / 6.13
tap: 2355 / 2.90
flip-flops by register name, indices dropped and copies added (netlist names), named ones only:
register	flops
fifo_array	2304
mem1	9
rdptr	8
wrptr	8
worst max-delay path by stage:
stage	end	slack, ns	cells past startpoint
4_1_cts	fifo_array[35][6]	43.29	5
5_1_grt	fifo_array[35][6]	43.21	5
6_report	fifo_array[62][2]	43.17	5
power breakdown:
group          switching (mW)  leakage [nW]  internal (mW)
clock network           0.627          3.49          0.815
logic                   0.209          6.86          0.138
registers              0.0112          21.0           1.90
total                   0.847          31.4           2.85
cell usage in the layout (no fill, tap or decap), drive strengths merged, types with 17 or more instances in the layout:
cell       n
a221oi    46
clkinv    96
nor2     288
mux2i    144
a211oi    17
clkbuf   305
nor2b     29
mux2      18
o21ai     32
dfxtp     17
o221ai    49
o22ai     38
nand3     37
a22oi     80
nand2     43
edfxtp  2320
nor3      18
mux4     529
buf      315
a22o      29
a21oi     74
worst max-delay path: stages:
cell and delay, ns:
clkdlybuf4s50_1 0.48, buf_4 0.34, nand3_1 0.84, buf_4 0.52
nor2_1 0.66
Power is estimated from default activity; no workload was simulated.
