===== flow/run.sh =====
#!/bin/bash
# OpenROAD 26Q1-2900-gdf79404cd8, Yosys 0.63+post, stock flow scripts
make -C /OpenROAD-flow-scripts/flow DESIGN_CONFIG=/design/flow/config.mk WORK_HOME=/design/flow/orfs finish

===== flow/config.mk =====
export PLATFORM = sky130hd
export DESIGN_NAME = RAM128x32
export DESIGN_NICKNAME = RAM128x32
export VERILOG_FILES = /design/flow/design.v
export SDC_FILE = /design/flow/constraint.sdc
export NUM_CORES = 4
export LEC_CHECK = 1
export CORE_UTILIZATION = 50

===== flow/constraint.sdc =====
current_design RAM128x32

set clk_period 7.8
set clk_io_pct 0.2

create_clock -name clk0 -period $clk_period [get_ports {clk}]

set non_clock_inputs [all_inputs -no_clocks]
set_input_delay [expr $clk_period * $clk_io_pct] -clock clk0 $non_clock_inputs
set_output_delay [expr $clk_period * $clk_io_pct] -clock clk0 [all_outputs]

===== flow/design.v =====
module RAM128x32
#(
  parameter Data_width = 32,   
            Addr_width = 7   
  )
  (   
    input wire clk,
    input wire we,
    input wire [(Addr_width-1):0] address,
    input wire [(Data_width-1):0] d,
    output wire [(Data_width-1):0] q
  );
  reg [Data_width - 1: 0] temp;
  reg [Data_width - 1: 0] ram [(Addr_width-1):0];
  assign q = we ? {Data_width{1'bz}} : ram[address];
  always @(posedge clk) begin
    if (we)
      ram[address] <= d;
  end
  always @(posedge clk) begin
    if (!we)
      temp <= ram[address];
  end
endmodule

==> impl_metrics.ini <==
; implementation run metrics
[run_status]
outcome = finished, final reports clean

[clock_tree]
cts-buffers-inserted = 23
cts_tree = done
postCtsSetupRepairBufs = 0
cts_resized = 0
cts_max_level = 1
clockBufferDepth = 3
root_buffer = clkbuf_16
clk_pin_slew_ns = 0.06
holdBufCountCts = 0
clkSinkCount = 224

[synth]
yosys.area.top_type = edfxtp_1
ys_seq_share_pct = 77.03
synth-seq-cells = 224
synthTopCellsByCount = 224 x edfxtp_1, 87 x mux2i_1, 28 x nand2_1, 24 x a21o_1, 24 x o22ai_1
top_area_share_pct = 77.03
ys_sh_mux_pct = 10.40
ys_cells = 487
synth-edff-count = 224
async_flop_share_pct = 0
xor_area_share_pct = 0
ys_area_um2 = 8732
synth_dominant_cell_count = edfxtp_1
ys_dominant_reg_cell = edfxtp_1
simple_gate_share_pct = 2.608
top_cells_by_area = edfxtp_1 77%, mux2i_1 10%, a21o_1 2.1%
synthCells = 487
synth.cellmix.compoundShare_pct = 7.566
synth_area_um2 = 8732
ys_types = 30
adder_share_pct = 0
yosysWarnings = 2
syn_area_per_cell_um2 = 17.93
synthTopLogicFamily = multiplexers

[place]
dp_cells = 758
place.gp.congestion = 0.7382
hpwlAfterDp_um = 8656
io_buffers = 68

[min_path]
worstHoldStart = d[24]
whs_endpoint = ram[3][24]
min_path_type = primary input to flip-flop
min_path_cells = 1

[routing]
antenna_left = 0
drtPass1Iterations = 4
drt_iter0_drc = 225
wl_um = 15860
drc = 0
vias_per_cell = 5.538
dr_total_vias = 4414
wire_per_inst_um = 19.90

[power]
internal_power_mw = 2.085
power_density_nw_per_um2 = 250.3
pwr-share-seq_pct = 53.1
p_comb_share_pct = 6.6
power.switching_mw = 0.5000
sw_frac_of_total_pct = 19.34
clkPwrFrac_pct = 40.3
irDropWorstVdd_mv = 0.1721
total_power_mw = 2.585
p_leak_nw = 3.653

[floorplan]
initCoreUtil_pct = 51.92
chip_area_um2 = 18000
fp-row-count = 47
core_um2 = 16820
io_pins = 73
chipHeight_um = 134.2
die_w_um = 134.2

[sta]
rsz0062_at_grt = no
tns_ns = 0
max_freq_mhz = 180.1
timing_worst_slew_pin_value_ns = 0.8272
finalCritPeriodShare_pct = 71.17
hold_viol = 0
max_slew_margin_pct = 44.86
drv_slew = 0
setup_violations = 0
finalCriticalPeriod_ns = 5.551

[layout]
synthToLayoutAreaGrowth_pct = 18.26
seqCellArea_um2 = 6726
drive_gt1_share_pct = 10.42
largest_reg_flops = 224
largestRegisters = ram (224)
postLayoutCoreUtil_pct = 61.40
fill_cells = 1217
regMostFlops = ram
logic_area_um2 = 1837
finalNonFillerCells = 797

[setup_path]
cp_max_fo = 51
cp_slowest_cell = buf_4
cp_data_arrival_time_ns = 3.99
end_kind = output port
max_stage_delay_ns = 0.50
startpoint_type = primary input
worstPathCellList = buf_4 > buf_4 > or2_1 > buf_4 > o22ai_1 > a21o_1 > clkdlybuf4s50_1
path_buffers = 4
required_ns = 6.24
cp_common_cell = buf_4
critPathKind = primary input to output port
cp_top_family = buffers and inverters

[grt]
grt_pass1_wl_um = 24740
grt_use_total_pct = 20.60
grt-ovfl-total = 0
grt_max_degree = 52
grt_pass1_vias = 4705
antenna_found_initial = 1

[job]
tool_warnings = 29
cap_viol_max_count = 0
metal layers:
layer	part of all wire (%)	vias to the layer above	GRT usage, %
met5	0	-	0.5556
met3	11	23	11.19
met1	38	2094	30.57
met4	1.5	0	2.684
li1	-	2092	-
met2	49	205	30.89
area by class of cell:
| type | instances | share of cell area (%) |
|---|---|---|
| flip-flops and latches | 224 | 65.14 |
| multi-input cells | 234 | 17.79 |
| repair buffers | 80 | 7.367 |
| clock buffers | 25 | 5.646 |
| well taps | 220 | 2.666 |
| clock inverters | 13 | 1.369 |
| diodes | 1 | 0.02423 |
cells in the final DEF (no fill, tap or decap), types with 4 or more instances in the layout:
cell,n
a21o_1,24
a32oi_1,4
buf_4,14
clkbuf_16,23
clkdlybuf4s50_1,65
clkinv_1,4
clkinv_2,4
edfxtp_1,224
mux2i_1,87
nand2_1,28
nand2b_1,4
nand3b_1,4
nor2_4,5
o21a_1,4
o21ai_0,7
o21ai_1,18
o22ai_1,24
cells by family (layout without fill, tap and decap cells):
kind of cell           Yosys count  in the layout
other                            0              1
AND-OR/OR-AND                   97             97
buffers and inverters           29            118
AND/OR/NAND/NOR                 48             48
flip-flops                     224            224
multiplexers                    89             89
how the worst max path moves through the flow:
stage	cells after the start	from	slack [ns]	end
global route	7	address[1]	2.08	q[24]
finish	7	address[2]	2.25	q[1]
CTS	7	address[2]	2.17	q[1]
through the flow:
stage               hold WS (ns)  instance area, um2  worst slack [ns]
floorplan                  1.659                8732             3.906
global placement           2.255                9599             2.187
detailed placement         2.263                9599             2.162
CTS                        1.746               10320             2.170
global route               1.769               10320             2.081
finish                     1.766               10330             2.249
power groups by stage:
stage / Clock (mW) / Sequential [mW] / Combinational, mW
after CTS: 1.07 / 1.37 / 0.174
after global routing: 1.12 / 1.38 / 0.187
final: 1.04 / 1.37 / 0.169
Power is estimated from default activity; no workload was simulated.
